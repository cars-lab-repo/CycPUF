==> /design/flow/design.v <==
(* dont_touch = "yes" *)
module D_Flip_Flop(
    input clk,
    input D,
    output reg Q
    );
    always@(posedge clk)
        Q <= D;
endmodule
(* dont_touch = "yes" *)
module APUF(
    input X,
    input Y,
    input [size_of:0] Chal,
    output out_Q
    );
    localparam size_of = 242;
    wire [size_of:0] A;
    wire [size_of:0] B;
    mux4_to_2 switch (.x(X), .y(Y), .sel(Chal[0]), .out0(A[0]), .out1(B[0]));
    genvar i;
    generate
        for (i = 1; i < size_of + 1; i = i + 1)
        begin : loop
            mux4_to_2 switch (.x(A[i - 1]), .y(B[i - 1]), .sel(Chal[i]), .out0(A[i]), .out1(B[i]));
        end
    endgenerate
    D_Flip_Flop DFF (.D(A[size_of]), .clk(B[size_of]), .Q(out_Q));
endmodule
(* dont_touch = "yes" *)
module mux2_to_1(
    input in0,
    input in1,
    input sel,
    output reg mux
    );
    always@(in0, in1, sel) begin
        if(sel)
             mux = in1;
        else 
             mux = in0;
    end
endmodule
(* dont_touch = "yes" *)
module mux4_to_2(
    input x,
    input y,
    input sel,
    output out0,
    output out1
    );
    mux2_to_1 mux1 (.in0(x), .in1(y), .sel(sel), .mux(out1));
    mux2_to_1 mux0 (.in0(y), .in1(x), .sel(sel), .mux(out0));
endmodule
(* dont_touch = "yes" *)
module one_bit_cycapuf_top(
    input clk,
    input [size_of:0] Chal,
    output out_Q
    );
    localparam size_of = 36;
    localparam num_cyc = 24;
    reg [num_cyc:0] Ch;
    reg [num_cyc:0] cycle;
    wire [size_of:0] PUF_out;
    always@(posedge clk) begin
       Ch <= Chal;
       cycle[0] <= Ch[0] ^ PUF_out[24];
       cycle[1] <= Ch[1] ^ PUF_out[23];
       cycle[2] <= Ch[2] ^ PUF_out[22];
       cycle[3] <= Ch[3] ^ PUF_out[21];
       cycle[4] <= Ch[4] ^ PUF_out[20];
       cycle[5] <= Ch[5] ^ PUF_out[19];
       cycle[6] <= Ch[6] ^ PUF_out[18];
       cycle[7] <= Ch[7] ^ PUF_out[17];
       cycle[8] <= Ch[8] ^ PUF_out[16];
       cycle[9] <= Ch[9] ^ PUF_out[15];
       cycle[10] <= Ch[10] ^ PUF_out[14];
       cycle[11] <= Ch[11] ^ PUF_out[13];
       cycle[12] <= Ch[12] ^ PUF_out[12];
       cycle[13] <= Ch[13] ^ PUF_out[11];
       cycle[14] <= Ch[14] ^ PUF_out[10];
       cycle[15] <= Ch[15] ^ PUF_out[9];
       cycle[16] <= Ch[16] ^ PUF_out[8];
       cycle[17] <= Ch[17] ^ PUF_out[7];
       cycle[18] <= Ch[18] ^ PUF_out[6];
       cycle[19] <= Ch[19] ^ PUF_out[5];
       cycle[20] <= Ch[20] ^ PUF_out[4];
       cycle[21] <= Ch[21] ^ PUF_out[3];
       cycle[22] <= Ch[22] ^ PUF_out[2];
       cycle[23] <= Ch[23] ^ PUF_out[1];
       cycle[24] <= Ch[24] ^ PUF_out[0];
    end
    genvar i;
    generate
        for (i = 0; i < (size_of + 1); i = i + 1) begin : apuf_inst
            if (num_cyc == size_of)
                APUF PUF (.X(cycle[i % (num_cyc + 1)]), .Y(Ch[0]), 
                .Chal(Chal), .out_Q(PUF_out[i]));   
            else
                APUF PUF (.X(cycle[i % (num_cyc + 1)]), .Y(Ch[0]), 
                .Chal({Chal[size_of:(num_cyc + 1)], cycle}), .out_Q(PUF_out[i]));   
        end
    endgenerate
    assign out_Q = (^PUF_out);
endmodule
==> /design/flow/run.sh <==
#!/bin/bash
# OpenROAD 26Q1-2900-gdf79404cd8, Yosys 0.63+post, stock flow scripts
make -C /OpenROAD-flow-scripts/flow DESIGN_CONFIG=/design/flow/config.mk WORK_HOME=/design/flow/orfs finish
==> /design/flow/config.mk <==
export PLATFORM = sky130hd
export DESIGN_NAME = one_bit_cycapuf_top
export DESIGN_NICKNAME = one_bit_cycapuf_top
export VERILOG_FILES = /design/flow/design.v
export SDC_FILE = /design/flow/constraint.sdc
export NUM_CORES = 4
export LEC_CHECK = 1
export CORE_UTILIZATION = 40
==> /design/flow/constraint.sdc <==
current_design one_bit_cycapuf_top

set clk_period 1.8
set clk_io_pct 0.2

create_clock -name clk0 -period $clk_period [get_ports {clk}]

set non_clock_inputs [all_inputs -no_clocks]
set_input_delay [expr $clk_period * $clk_io_pct] -clock clk0 $non_clock_inputs
set_output_delay [expr $clk_period * $clk_io_pct] -clock clk0 [all_outputs]
==> out/metrics.json <==
{
  "slew_headroom": {"value": 0.568},
  "globalRouteTotalUtil": {"value": 0.111},
  "floorplan.die.height": {"value": 90.1, "unit": "um"},
  "unclocked_regs": {"value": 25},
  "die-width": {"value": 90.1, "unit": "um"},
  "stage_log_warnings": {"value": 25},
  "drt_pass1_iterations": {"value": 2},
  "antenna_found_initial": {"value": 0},
  "fin_worst_skew": {"value": 0.00860, "unit": "ns"},
  "finalClockPeriodUsage": {"value": 0.334},
  "slew_viol_final": {"value": 0},
  "floorplan.die_area": {"value": 8110, "unit": "um^2"},
  "layout-area-overhead-vs-synth": {"value": 17.2, "unit": "%"},
  "synth_seq_share": {"value": 0.484},
  "untimed_endpoints": {"value": 26},
  "dp.final_hpwl": {"value": 3.01, "unit": "mm"},
  "worst_path_cell_chain": {"value": "xor2_1"},
  "cap_viol_max_count": {"value": 0},
  "fin_tns_setup": {"value": 0, "unit": "ns"},
  "r2r_slack": {"value": 1.20, "unit": "ns"},
  "timing_worst_slew_pin_value": {"value": 0.649, "unit": "ns"},
  "htree_levels": {"value": 2},
  "worst_path_largest_cell_delay": {"value": 0.32, "unit": "ns"},
  "numPlacedInstances": {"value": 354},
  "worstPathBufferInverterCount": {"value": 0},
  "routed_wirelength": {"value": 4.19, "unit": "mm"},
  "fillers": {"value": 656},
  "drt-initial-drc-count": {"value": 31},
  "clock_insertion_delay_worst_skew": {"value": 0.30, "unit": "ns"},
  "grt_pass1_vias": {"value": 1398},
  "worst_setup_path_start_kind": {"value": "flop"},
  "worst_setup_hold_path_clk_slew": {"value": 0.09, "unit": "ns"},
  "synth_cell_type_count": {"value": 11},
  "detail_route.vias_per_cell": {"value": 4.19},
  "post-route-util": {"value": 0.493},
  "clock_tree_buf_depth": {"value": 2},
  "final.min_clock_period": {"value": 0.601, "unit": "ns"},
  "post_layout_nonfiller_instances": {"value": 360},
  "report.final.hold_viol_count": {"value": 0},
  "hold_buffers": {"value": 0},
  "remaining_drc_errors": {"value": 0},
  "final_layout_top_logic_cells": {"value": "75 x sky130_fd_sc_hd__dfxtp_1, 51 x sky130_fd_sc_hd__xnor2_1, 40 x sky130_fd_sc_hd__mux2_4, 38 x sky130_fd_sc_hd__clkdlybuf4s50_1, 36 x sky130_fd_sc_hd__xor2_1"},
  "grt_start_max_net_pins": {"value": 51},
  "run_status": {"value": "complete, no violations"},
  "ys_chip_area": {"value": 3100, "unit": "um^2"},
  "gp_congestion": {"value": 0.731},
  "rsz0062_at_grt": {"value": "false"},
  "synthesized_area": {"value": 3100, "unit": "um^2"},
  "report.final.setup_viol": {"value": 0},
  "core-area": {"value": 7370, "unit": "um^2"},
  "fmax": {"value": 1660, "unit": "MHz"},
  "cpLargestDelayFamily": {"value": "flip-flops"},
  "ys_cells": {"value": 225},
  "yosys_warns": {"value": 40},
  "drt.antenna.violating_nets": {"value": 0},
  "cts_made_buffers": {"value": 5},
  "required_time_reported_for_the_critical_path_endpoint": {"value": 1.98, "unit": "ns"},
  "mostFrequentLayoutCell": {"value": "sky130_fd_sc_hd__dfxtp_1"},
  "cts_resized": {"value": 0},
  "num_vias": {"value": 1508},
  "crit_path_top_delay_cell": {"value": "sky130_fd_sc_hd__dfxtp_1"},
  "synth.avg_cell_area": {"value": 13.8, "unit": "um^2"},
  "setup.worst_path.end_class": {"value": "flop"},
  "fp-row-count": {"value": 31},
  "timing.hold.worst.class": {"value": "reg2reg"},
  "layout-drive-gt1-share": {"value": 0.188},
  "critPathArrivalTime": {"value": 0.78, "unit": "ns"},
  "grt_overflow_total": {"value": 0},
  "initCoreUtil": {"value": 0.421},
  "grt_pass1_wl": {"value": 6.92, "unit": "mm"},
  "synthesis.instances": {"value": 225},
  "cts.root.buffer_cell": {"value": "sky130_fd_sc_hd__clkbuf_8"},
  "postCtsSetupRepairBufs": {"value": 0},
  "ys.flops": {"value": 75},
  "pin_count": {"value": 39},
  "worst-setup-path-type": {"value": "reg2reg"},
  "avgRoutedWirePerCell": {"value": 11.6, "unit": "um"},
  "maximum_fanout_encountered_on_the_critical_timing_path": {"value": 1},
  "detail_route.antenna_diodes": {"value": 0},
  "tritoncts": {"value": "built"},
  "port_buffers": {"value": 38}
}
==> per-layer routing <==
layer | track usage | up-vias | wire length [um]
met5 | 0 | - | 0
li1 | - | 793 | -
met2 | 0.165 | 29 | 1760
met1 | 0.175 | 680 | 2190
met4 | 0.0148 | 0 | 53
met3 | 0.0258 | 6 | 193
==> final cells by class <==
type	count	area (um^2)	share of cell area
clock buffers	6	82.6	0.0227
repair buffers	40	395	0.109
well taps	99	124	0.0341
flip-flops and latches	75	1500	0.413
multi-input cells	140	1530	0.422
==> kinds of logic after synthesis <==
logic type                 after synthesis  synth area share
xor gates and xnor gates                90             0.268
buffers and inverters                   10            0.0222
muxes                                   40             0.194
adders and majority gates               10            0.0323
DFF                                     75             0.484
==> final timing paths <==
path                from        end  depth (start not counted)
hold / removal    Ch[16]  cycle[16]                          1
setup reg to reg   Ch[5]   cycle[5]                          1
setup / recovery   Ch[5]   cycle[5]                          1
hold reg to reg   Ch[16]  cycle[16]                          1
==> registers in the layout (all words and copies together), names as in the netlist <==
signal,flops
Ch,25
apuf_inst.genblk1.PUF.DFF.Q,25
cycle,25
==> synthesized netlist by cell type <==
library cell / instances / area (um^2)
sky130_fd_sc_hd__xor3_1: 1 / 23.8
sky130_fd_sc_hd__mux2_4: 40 / 601
sky130_fd_sc_hd__xnor2_1: 51 / 447
sky130_fd_sc_hd__dfxtp_1: 75 / 1500
sky130_fd_sc_hd__buf_1: 1 / 3.75
sky130_fd_sc_hd__clkbuf_1: 4 / 15.0
sky130_fd_sc_hd__xor2_1: 36 / 315
sky130_fd_sc_hd__buf_6: 4 / 45.0
sky130_fd_sc_hd__maj3_1: 10 / 100
sky130_fd_sc_hd__xnor3_1: 2 / 45.0
sky130_fd_sc_hd__buf_2: 1 / 5.00
==> per-stage QoR <==
| step | hold slack [ns] | instance area [um^2] | setup WS [ns] |
|---|---|---|---|
| global route | 0.434 | 3640 | 1.18 |
| global placement | 0.411 | 3550 | 0.924 |
| CTS | 0.427 | 3640 | 1.19 |
| finish | 0.425 | 3640 | 1.20 |
| detailed placement | 0.414 | 3550 | 0.915 |
| floorplan | 0.388 | 3100 | 0.922 |
