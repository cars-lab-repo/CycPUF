## flow/design.v

```verilog
(* dont_touch = "yes" *)
module multi_bit_cycapuf_top(
    input clk,
    input [size_of:0] Chal,
    output [size_of:0] out_Q
    );
    localparam size_of = 44;
    localparam num_cyc = 43;
    reg [num_cyc:0] Ch;
    reg [num_cyc:0] cycle;
    wire [size_of:0] PUF_out;
    always@(posedge clk) begin
       Ch <= Chal;
       cycle[0] <= Ch[0] ^ PUF_out[43];
       cycle[1] <= Ch[1] ^ PUF_out[42];
       cycle[2] <= Ch[2] ^ PUF_out[41];
       cycle[3] <= Ch[3] ^ PUF_out[40];
       cycle[4] <= Ch[4] ^ PUF_out[39];
       cycle[5] <= Ch[5] ^ PUF_out[38];
       cycle[6] <= Ch[6] ^ PUF_out[37];
       cycle[7] <= Ch[7] ^ PUF_out[36];
       cycle[8] <= Ch[8] ^ PUF_out[35];
       cycle[9] <= Ch[9] ^ PUF_out[34];
       cycle[10] <= Ch[10] ^ PUF_out[33];
       cycle[11] <= Ch[11] ^ PUF_out[32];
       cycle[12] <= Ch[12] ^ PUF_out[31];
       cycle[13] <= Ch[13] ^ PUF_out[30];
       cycle[14] <= Ch[14] ^ PUF_out[29];
       cycle[15] <= Ch[15] ^ PUF_out[28];
       cycle[16] <= Ch[16] ^ PUF_out[27];
       cycle[17] <= Ch[17] ^ PUF_out[26];
       cycle[18] <= Ch[18] ^ PUF_out[25];
       cycle[19] <= Ch[19] ^ PUF_out[24];
       cycle[20] <= Ch[20] ^ PUF_out[23];
       cycle[21] <= Ch[21] ^ PUF_out[22];
       cycle[22] <= Ch[22] ^ PUF_out[21];
       cycle[23] <= Ch[23] ^ PUF_out[20];
       cycle[24] <= Ch[24] ^ PUF_out[19];
       cycle[25] <= Ch[25] ^ PUF_out[18];
       cycle[26] <= Ch[26] ^ PUF_out[17];
       cycle[27] <= Ch[27] ^ PUF_out[16];
       cycle[28] <= Ch[28] ^ PUF_out[15];
       cycle[29] <= Ch[29] ^ PUF_out[14];
       cycle[30] <= Ch[30] ^ PUF_out[13];
       cycle[31] <= Ch[31] ^ PUF_out[12];
       cycle[32] <= Ch[32] ^ PUF_out[11];
       cycle[33] <= Ch[33] ^ PUF_out[10];
       cycle[34] <= Ch[34] ^ PUF_out[9];
       cycle[35] <= Ch[35] ^ PUF_out[8];
       cycle[36] <= Ch[36] ^ PUF_out[7];
       cycle[37] <= Ch[37] ^ PUF_out[6];
       cycle[38] <= Ch[38] ^ PUF_out[5];
       cycle[39] <= Ch[39] ^ PUF_out[4];
       cycle[40] <= Ch[40] ^ PUF_out[3];
       cycle[41] <= Ch[41] ^ PUF_out[2];
       cycle[42] <= Ch[42] ^ PUF_out[1];
       cycle[43] <= Ch[43] ^ PUF_out[0];
    end
    genvar i;
    generate
        for (i = 0; i < (size_of + 1); i = i + 1) begin : apuf_inst
            if (num_cyc == size_of)
                APUF PUF (.X(cycle[i % (num_cyc + 1)]), .Y(Ch[0]), 
                .Chal(Chal), .out_Q(PUF_out[i]));   
            else
                APUF PUF (.X(cycle[i % (num_cyc + 1)]), .Y(Ch[0]), 
                .Chal({Chal[size_of:(num_cyc + 1)], cycle}), .out_Q(PUF_out[i]));   
        end
    endgenerate
    assign out_Q = PUF_out;
endmodule
(* dont_touch = "yes" *)
module D_Flip_Flop(
    input clk,
    input D,
    output reg Q
    );
    always@(posedge clk)
        Q <= D;
endmodule
(* dont_touch = "yes" *)
module APUF(
    input X,
    input Y,
    input [size_of:0] Chal,
    output out_Q
    );
    localparam size_of = 242;
    wire [size_of:0] A;
    wire [size_of:0] B;
    mux4_to_2 switch (.x(X), .y(Y), .sel(Chal[0]), .out0(A[0]), .out1(B[0]));
    genvar i;
    generate
        for (i = 1; i < size_of + 1; i = i + 1)
        begin : loop
            mux4_to_2 switch (.x(A[i - 1]), .y(B[i - 1]), .sel(Chal[i]), .out0(A[i]), .out1(B[i]));
        end
    endgenerate
    D_Flip_Flop DFF (.D(A[size_of]), .clk(B[size_of]), .Q(out_Q));
endmodule
(* dont_touch = "yes" *)
module mux2_to_1(
    input in0,
    input in1,
    input sel,
    output reg mux
    );
    always@(in0, in1, sel) begin
        if(sel)
             mux = in1;
        else 
             mux = in0;
    end
endmodule
(* dont_touch = "yes" *)
module mux4_to_2(
    input x,
    input y,
    input sel,
    output out0,
    output out1
    );
    mux2_to_1 mux1 (.in0(x), .in1(y), .sel(sel), .mux(out1));
    mux2_to_1 mux0 (.in0(y), .in1(x), .sel(sel), .mux(out0));
endmodule
```

## flow/run.sh

```bash
#!/bin/bash
# OpenROAD 26Q1-2900-gdf79404cd8, Yosys 0.63+post, stock flow scripts
make -C /OpenROAD-flow-scripts/flow DESIGN_CONFIG=/design/flow/config.mk WORK_HOME=/design/flow/orfs finish
```

## flow/config.mk

```make
export PLATFORM = sky130hd
export DESIGN_NAME = multi_bit_cycapuf_top
export DESIGN_NICKNAME = multi_bit_cycapuf_top
export VERILOG_FILES = /design/flow/design.v
export SDC_FILE = /design/flow/constraint.sdc
export NUM_CORES = 4
export LEC_CHECK = 1
export CORE_UTILIZATION = 30
```

## flow/constraint.sdc

```tcl
current_design multi_bit_cycapuf_top

set clk_period 3.3
set clk_io_pct 0.2

create_clock -name clk0 -period $clk_period [get_ports {clk}]

set non_clock_inputs [all_inputs -no_clocks]
set_input_delay [expr $clk_period * $clk_io_pct] -clock clk0 $non_clock_inputs
set_output_delay [expr $clk_period * $clk_io_pct] -clock clk0 [all_outputs]
```

==> run summary <==
Worst path cell trace - xor2_1
CORE AREA - 0.0173 sq mm
Worst-margin pin slew - 0.780 ns
Initial DRC Count - 145
Endpoints left unconstrained - 89
RSZ-0062 raised after global routing - no
Post-synth top area cell - dfxtp_1
Via count - 3322
Overflow left after global routing - 0
Status - complete, no violations
Slowest cell delay on critical path - 0.72 ns
Setup bufs post-CTS - 0
# setup viols final - 0
Reg clk slew, reported paths - 0.07 ns
# H-tree levels - 3
# DRC - 0
Slew HR - 47.6%
Port Buf Inserts - 90
Synth top cell by count - dfxtp_1
Fp_density - 30.6%
Tool Warnings - 25
Post-Syn Area per Cell - 10.3 sq um
Registers, synthesis - 132
HPWL Detailed - 7360 um
Comb area - 0.00215 sq mm
Setup CP Type - reg -> reg
Worst r2r path cells - 1
WHS Endpoint - cycle[30]$_DFF_P_
TritonRoute pass-1 iters - 4
Die W - 135 um
Reg2reg setup slack - 2.31 ns
Warnings from Yosys - 48
Pin count of the biggest net entering global routing - 31
Reg-to-Reg End - cycle[0]$_DFF_P_
Crit path launch type - register
Cell Area, Synth - 0.00530 sq mm
Crit path buf inv count - 0
Post-route clock period utilization - 30.0%
Antenna violations before repair - 0
Final setup margin - 2.31 ns
Number of enable flip-flop cells - 0
Synth Instances - 513
Setup TNS - 0 ns
Post-layout min period - 0.988 ns
# rows - 48
Inserted Diodes - 0
Vias per cell - 4.29
Final hold viol count - 0
Chip area - 0.0182 sq mm
Arrival time worst endpoint - 1.20 ns
Layout cell share with drive strength beyond 1 - 10.7%
CTS root buffer - clkbuf_16
Register area - 0.00264 sq mm
Worst Hold Path Cells - 1
Dominant register cell - dfxtp_1
Crit-path max FO - 16
Clk latency late pin - 0.35 ns
Area Growth Syn to Fin - 19.4%
Pins Over Slew Limit - 0
CTS tree - built
Routed WL per cell - 13.2 um
Die Ht - 135 um
Yosys cell count - 513
CP max stage cell - dfxtp_1
Vias in the first global route - 3246
Biggest area cells - dfxtp_1 50%, xor2_1 8.9%, xnor2_1 7.4%, buf_4 6.8%, nand2_1 6.5%
Post-CTS sizing - 0
Global-route wire length before repair - 16700 um
Register pins left without a clock - 44
GP Congestion - 0.858
CTS Hold Bufs - 0
CP Capture Type - register
Worst Clk Skew - 0.00215 ns
Worst r2r src - Ch[0]$_DFF_P_
WP data required - 3.52 ns
Top area contributor share - 49.9%
Number of antenna-violating nets in the routed design - 0
Yosys stat area - 0.00530 sq mm
Async S/R FF share, synth - 0%
Max Buffers Root-to-Sink - 2
Fmax - 1010 MHz
I/O pins - 91
Worst hold path class - reg -> reg
Total CTS buffers - 9
Gr usage total - 12.1%
Max-Cap Viols - 0
Hold_sp - Ch[30]$_DFF_P_
Fillers - 1698
Unique masters post-synth - 44
Drt total wl - 10200 um
Pre-CTS setup slack - 2.10 ns
Seq share, synth - 49.9%
CP top delay family - flip-flops
Top cells by count, synth - 132 x dfxtp_1, 92 x nand2_1, 54 x xor2_1
cell families after synthesis:
kind of cell | count (synthesis) | share of synthesized area [%]
AND-OR/OR-AND | 69 | 10.3
multiplexers | 2 | 0.402
buffers and inverters | 78 | 9.64
flip-flops | 132 | 49.9
adder cells (fa/ha/maj) | 3 | 0.567
AND/OR/NAND/NOR | 123 | 9.50
XOR/XNOR | 106 | 19.7
through the flow:
step	hold slack, ns	utilization [%]	area [sq um]	cells
6_report	0.418	36.6	6320	775
5_1_grt	0.427	36.6	6320	775
4_1_cts	0.419	36.6	6320	775
3_5_place_dp	0.410	34.9	6030	759
3_3_place_gp	0.409	34.9	6030	759
2_1_floorplan	0.406	-	5300	513
routing by layer:
metal,track usage (%),up-vias,part of all wire (%)
met1,17.6,1520,47
met2,19.1,94,45
met3,2.72,18,5.7
met4,1.94,0,2.2
met5,0,-,0
li1,-,1690,-
layout by cell type, fill, tap and decap left out, types with 2 or more instances in the layout:
master and instances:
clkbuf_16 9, nor2_1 11, clkinvlp_4 2, xnor2_4 2
nor4_1 2, nor3_1 4, nor2b_1 3, o21ai_0 4
a31oi_1 3, clkdlybuf4s50_1 90, a21o_1 2, buf_4 6
o21a_1 3, maj3_1 3, a31o_1 10, or4_1 2
a31o_2 29, nand2_1 92, nand3_1 5, o22ai_1 3
xor2_1 54, a21oi_1 6, inv_1 2, xnor3_1 3
xnor2_1 44, dfxtp_1 132
flip-flops by register name, indices dropped and copies added, names as in the netlist:
signal / flops
apuf_inst.genblk1.PUF.DFF.Q: 44
Ch: 44
cycle: 44
final cells by class:
cell class / count / area share, %
sequential: 132 / 41.8
multi-input combinational: 303 / 34.0
timing repair buffer: 96 / 15.0
tap: 225 / 4.45
clock buffer: 10 / 3.78
clock inverter: 6 / 0.851
inverter: 3 / 0.178
worst max path at each step:
stage	startpoint	depth (start not counted)	endpoint
after CTS	Ch[0]$_DFF_P_	1	cycle[0]$_DFF_P_
after global routing	Ch[0]$_DFF_P_	1	cycle[0]$_DFF_P_
final	Ch[0]$_DFF_P_	1	cycle[0]$_DFF_P_
